### /design/flow/run.sh
#!/bin/bash
# OpenROAD 26Q1-2900-gdf79404cd8, Yosys 0.63+post, stock flow scripts
make -C /OpenROAD-flow-scripts/flow DESIGN_CONFIG=/design/flow/config.mk WORK_HOME=/design/flow/orfs finish
### /design/flow/config.mk
export PLATFORM = sky130hd
export DESIGN_NAME = dishwash_stm
export DESIGN_NICKNAME = dishwash_stm
export VERILOG_FILES = /design/flow/design.v
export SDC_FILE = /design/flow/constraint.sdc
export NUM_CORES = 4
export LEC_CHECK = 1
export CORE_AREA = 10 10 78 78
export DIE_AREA = 0 0 88 88
### /design/flow/constraint.sdc
current_design dishwash_stm

set clk_period 3.1
set clk_io_pct 0.2

create_clock -name clk0 -period $clk_period [get_ports {clk}]

set non_clock_inputs [all_inputs -no_clocks]
set_input_delay [expr $clk_period * $clk_io_pct] -clock clk0 $non_clock_inputs
set_output_delay [expr $clk_period * $clk_io_pct] -clock clk0 [all_outputs]
### /design/flow/design.v
module dishwash_stm
		(clk,
		rstb,
		start_but_pressed,
		hfminute_tick,
		blow_dry,
		do_foam_dispensing,
		do_scrubbing,
		do_rinsing,
		do_drying);
input clk;
input rstb;
input start_but_pressed;
input hfminute_tick;
input blow_dry;
output do_foam_dispensing;
output do_scrubbing;
output do_rinsing;
output do_drying;
localparam IDLE = 3'd0,
FOAM = 3'd1,
SCRUB = 3'd2,
RINSE = 3'd3,
BLOWDRY = 3'd4;
parameter FOAM_DURATION =10,
	SCRUB_DURATION =16,
	RINSE_DURATION = 10,
	BLOWDRY_DURATION = 12;
reg [2:0] dw_state,dw_state_nxt;
reg [4:0] minutes_timer,minutes_timer_nxt;
reg do_foam_dispensing,do_foam_dispensing_nxt;
reg do_scrubbing,do_scrubbing_nxt;
reg do_rinsing,do_rinsing_nxt;
reg do_drying,do_drying_nxt;
wire foam_done,scrub_done;
wire rinse_done,blowdry_done;
wire timer_expired;
wire [4:0] minutes_timer_minus_one;
assign timer_expired = (minutes_timer == 'd0);
assign foam_done = timer_expired;
assign scrub_done = timer_expired;
assign rinse_done = timer_expired;
assign blowdry_done = timer_expired;
assign minutes_timer_minus_one = minutes_timer-1'b1;
always@(*)
begin
	dw_state_nxt = dw_state;
	minutes_timer_nxt = minutes_timer;
	do_foam_dispensing_nxt = 1'b0;
	do_scrubbing_nxt = 1'b0;
	do_rinsing_nxt = 1'b0;
	do_drying_nxt = 1'b0;
	case(dw_state)
	IDLE:
	begin
		if(start_but_pressed)
		begin
			dw_state_nxt = FOAM;
			do_foam_dispensing_nxt = 1'b1;
			minutes_timer_nxt = FOAM_DURATION;
		end
	end
	FOAM:
	begin
		if(foam_done)
		begin
			do_foam_dispensing_nxt = 1'b0;
			dw_state_nxt = SCRUB;
			do_scrubbing_nxt = 1'b1;
			minutes_timer_nxt = SCRUB_DURATION;
		end
		else
		begin
			do_foam_dispensing_nxt = 1'b1;
			if(hfminute_tick)
				minutes_timer_nxt = minutes_timer_minus_one;
		end
	end
	SCRUB:
	begin
		if(scrub_done)
		begin
			do_scrubbing_nxt = 1'b0;
			dw_state_nxt = RINSE;
			do_rinsing_nxt = 1'b1;
			minutes_timer_nxt = RINSE_DURATION;
		end
		else
		begin
			do_scrubbing_nxt = 1'b1;
			if(hfminute_tick) 
				minutes_timer_nxt = minutes_timer_minus_one;
		end
	end
	RINSE:
	begin
		if(rinse_done)
		begin
			do_rinsing_nxt = 1'b0;
			if(blow_dry)
			begin
				dw_state_nxt = BLOWDRY;
				do_drying_nxt = 1'b1;
				minutes_timer_nxt = BLOWDRY_DURATION;
			end
			else
				dw_state_nxt = IDLE;
		end
		else
		begin
		if(hfminute_tick)
			minutes_timer_nxt = minutes_timer_minus_one;
			do_rinsing_nxt = 1'b1;
		end
	end
	BLOWDRY:
	begin
		if(blowdry_done)
		begin
			do_drying_nxt = 1'b0;
			dw_state_nxt = IDLE;
		end
		else
		begin
			do_drying_nxt = 1'b1;
			if(hfminute_tick)
				minutes_timer_nxt = minutes_timer_minus_one;
		end
	end
	default:begin end
endcase
end
always@(posedge clk or negedge rstb)
begin
	if(!rstb)
	begin
		dw_state <= IDLE;
		minutes_timer <= 'd0;
		do_foam_dispensing <= 1'b0;
		do_scrubbing <= 1'b0;
		do_rinsing <= 1'b0;
		do_drying <= 1'b0;
	end
	else
	begin
		dw_state <= dw_state_nxt;
		minutes_timer <= minutes_timer_nxt;
		do_foam_dispensing <= do_foam_dispensing_nxt;
		do_scrubbing <= do_scrubbing_nxt;
		do_rinsing <= do_rinsing_nxt;
		do_drying <= do_drying_nxt;
	end
end
endmodule
==> summary.txt <==
On the backend side, the flow ran end to end.

The count of endpoints failing setup in the final report stands at 0. Once the clock tree was built, the setup fixing pass inserted 0 buffers. The worst VDD IR drop from the latest analysis is 0.3699 mV. Counting the buffers created by CTS gives 3. Once iteration 0 of detailed routing completed, the report listed 92 DRC markers. Counting pins that exceed their max-slew limit in the final report gives 0. According to the floorplan report, the die height is 88 µm.

The total antenna diodes in the routed design stands at 0. The global-route wire length before repair stands at 2566 µm. The power report attributes to the clock group a share of 0.189. The proportion of layout cells with a drive suffix above 1 stands at 0.1667. The area occupied by registers stands at a little over 300 µm². The ratio of routed vias to standard cells stands at 4.215. In this run the horizontal extent of the chip is 88 µm. The cell internal power dissipation stands at about 0.00057 W. Routability-driven placement finished with a final weighted congestion of 0.8682. In this run the most used layer during global routing was met1.

For this run, design rule violations remaining after detail routing come to 0. The post-synthesis sequential element count stands at 12. The core region is 4414 µm².

The synthesized netlist occupies a cell area of 675.6 µm². The number of global-route vias before repair stands at 545. The remaining antenna violation count after routing stands at 0. The post-synth count of flops with an enable pin is 0.

The flow ran to the end, and the final reports show no timing, DRC or antenna violations. Setup repair after global routing left no endpoint under its margin. TritonCTS built the clock tree. The script extracted a total leakage power of 0.3486 nW. The global routing usage on met3 stands at 0.02339. After detailed routing, the average wire length per cell comes to 11.49 µm.

For reference, the final report shows the hold violation count at 0. The synthesized instance count is 69. The number of cell instances after yosys synthesis stands at 69. The chip occupies 7744 µm². The relative contribution of sequential cells to total power stands at 0.347. For the worst-skew pair, the clock arrives at the later sink with an insertion delay of 0.24 ns.

Dividing the final minimum period by the clock period gives 0.7215. In this run the power spent charging and discharging nets is 0.0003267 W. The signal arrival time at the worst endpoint stands at 2.36 ns. The share of async-settable or async-resettable flops after synthesis stands at 1.000. The tally of filler cells in the layout stands at 469. Entering global routing, the biggest net connects 16 pins. The cell area reported after detailed placement stands at 807.0 µm².

The met1 routing resource usage after global routing stands at 0.05939. Relative to the synthesized area, the layout overhead comes to 27.59%. The area figure in the yosys stat output stands at 675.6 µm².

Looking at the max-slew report, the worst-margin pin has a slew of roughly 0.53 ns. In the synthesized netlist the dominant register cell turns out to be sky130_fd_sc_hd__dfrtp_1. The initial antenna violation count came to 0. The wire length reported by the detailed router stands at 1494 µm.

The largest driver fanout on the critical path stands at 15. The number of gates resized after CTS was 0. A synthesized cell averages 9.792 µm². The total via count in the routed design stands at 548. The number of search-and-repair iterations in the first detailed-routing pass stands at 4. The cell area power density stands at 1039 nW/µm².

The final layout reports a setup TNS of 0 ns. Switching power as a fraction of the total was reported as 0.3649. The final instance area stands at 862.1 µm². The sum of overflow across all layers after global routing stands at 0. For this run, the total global-route usage over all layers was measured as 0.04102.

The count of unique library cells instantiated by Yosys stands at 33. On the final layout, the worst clock skew is 0.005765 ns. The post-synthesis sequential area ratio stands at 0.4463. The share of total power dissipated in combinational logic is 0.464. STA classifies the critical path startpoint as a register. The number of clock sinks came to 12. For this configuration, the core starts out at a cell density of 0.1531.

9 I/O pins were placed. The clock tree buffer depth stands at 2. The number of buffers added on ports stands at 8. The level count of the clock H-tree stands at 1.

The register clock-pin slew on the reported worst setup and hold paths stands at 0.06 ns. The total of hold buffers inserted after clock tree synthesis stands at 0. The warning count from the yosys run stands at 1. The type recorded for the worst min-delay path is reg -> reg.

Clock tree synthesis selected as its root buffer the cell sky130_fd_sc_hd__clkbuf_8. The relative slew slack stands at 0.6455. STA classifies the critical path endpoint as a register. The sum of net half-perimeters after detailed placement stands at 1072 µm. The number of warning messages in the logs stands at 25. Max-cap violations in this run came to 0. The post-route utilization of the core is recorded as 0.1953. After layout, the minimum clock period comes to 2.237 ns. The global routing met2 resource utilization stands at 0.05357. The critical path is of the reg -> reg type.

The number of standard-cell rows in the floorplan stands at 24. For the worst setup path, the data required time is 3.22 ns. The area taken by multi-input logic gates stands at 349.1 µm². The flow reports an fmax of between 400 and 500 MHz.
kinds of logic (layout without fill, tap and decap cells):
family | after synthesis | after routing | synth area share
xor gates and xnor gates | 1 | 1 | 0.01297
and+or+nand+nor | 22 | 22 | 0.1815
buffers and inverters | 6 | 15 | 0.03703
DFF | 12 | 12 | 0.4463
adders and majority gates | 1 | 1 | 0.01852
muxes | 2 | 2 | 0.03333
AOI/OAI and AO/OA | 25 | 25 | 0.2704
Yosys cell counts (2+ instances only):
master,n,area (µm²)
sky130_fd_sc_hd__o22ai_1,2,12.51
sky130_fd_sc_hd__o2bb2ai_1,2,17.52
sky130_fd_sc_hd__nor2_1,5,18.77
sky130_fd_sc_hd__o21ai_0,5,25.02
sky130_fd_sc_hd__nand2_1,6,22.52
sky130_fd_sc_hd__mux2_2,2,22.52
sky130_fd_sc_hd__o32a_1,2,20.02
sky130_fd_sc_hd__buf_2,2,10.01
sky130_fd_sc_hd__a22o_1,2,17.52
sky130_fd_sc_hd__inv_1,3,11.26
sky130_fd_sc_hd__dfrtp_1,11,275.3
sky130_fd_sc_hd__a21oi_1,5,25.02
sky130_fd_sc_hd__nand2b_1,2,12.51
cells in the final DEF (no fill, tap or decap), drive strengths merged, types with 2 or more instances in the layout:
cell type / synthesis / layout
mux2: 2 / 2
nand2b: 2 / 2
nand3: 2 / 2
o2bb2ai: 2 / 2
o22ai: 2 / 2
dfrtp: 11 / 11
o32a: 2 / 2
a21oi: 5 / 5
inv: 3 / 3
nor2: 5 / 5
clkdlybuf4s50: 0 / 8
o21ai: 5 / 5
a22o: 2 / 2
clkbuf: 1 / 4
nand2: 6 / 6
metal layers:
metal | share of wire | routed length (µm)
met1 | 0.51 | 760
met2 | 0.38 | 565
met3 | 0.11 | 161
met4 | 0.0040 | 6
met5 | 0 | 0
stage by stage:
stage	instances	total power (W)	hold slack, ns	worst slack (ns)
final	130	0.0008953	0.5307	0.8634
after global routing	130	0.0009722	0.5503	0.7893
after CTS	130	0.0008921	0.5379	0.9192
after detailed placement	126	0.0007140	0.5217	0.8291
after global placement	126	0.0007092	0.5301	0.8674
after floorplan	69	0.0005911	0.3244	1.277
power by group through the flow:
stage	clock (W)	sequential [W]	combinational, W
global route	0.000179	0.000326	0.000467
CTS	0.000171	0.000310	0.000411
finish	0.000169	0.000311	0.000415
final cells by class:
cell class	instances	area share
Multi-Input combinational cell	51	0.4049
Timing Repair Buffer	8	0.09289
Tap cell	52	0.07547
Sequential cell	12	0.3498
Inverter	3	0.01306
Clock buffer	4	0.06386
final timing paths:
path	startpoint	to	slack, ns	depth (start not counted)
max	minutes_timer[0]	minutes_timer[3]	0.86	6
min	minutes_timer[4]	minutes_timer[4]	0.53	1
max reg2reg	minutes_timer[0]	minutes_timer[3]	0.86	6
min reg2reg	minutes_timer[4]	minutes_timer[4]	0.53	1
max in group asynchronous	rstb	dw_state[0]	2.00	1
min in group asynchronous	rstb	minutes_timer[0]	0.73	1
worst max-delay path, stage by stage, from the launching register on:
cell and delay [ns]:
sky130_fd_sc_hd__dfrtp_1 0.40, sky130_fd_sc_hd__inv_1 0.12, sky130_fd_sc_hd__ha_1 0.22, sky130_fd_sc_hd__or4b_1 0.72, sky130_fd_sc_hd__a21oi_1 0.27, sky130_fd_sc_hd__nor2_1 0.06
sky130_fd_sc_hd__o32a_1 0.33
Power figures rest on the tool's default switching activity, not on a simulated workload.
